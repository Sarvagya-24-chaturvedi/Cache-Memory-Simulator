<file path="/design/flow/run.sh">
#!/bin/bash
# OpenROAD 26Q1-2900-gdf79404cd8, Yosys 0.63+post, stock flow scripts
make -C /OpenROAD-flow-scripts/flow DESIGN_CONFIG=/design/flow/config.mk WORK_HOME=/design/flow/orfs finish
</file>
<file path="/design/flow/config.mk">
export PLATFORM = sky130hd
export DESIGN_NAME = cache_logic_basic
export DESIGN_NICKNAME = cache_logic_basic
export VERILOG_FILES = /design/flow/design.v
export SDC_FILE = /design/flow/constraint.sdc
export NUM_CORES = 4
export LEC_CHECK = 1
export CORE_AREA = 10 10 71 71
export DIE_AREA = 0 0 81 81
</file>
<file path="/design/flow/constraint.sdc">
current_design cache_logic_basic

set clk_period 2.8
set clk_io_pct 0.2

create_clock -name clk0 -period $clk_period

set non_clock_inputs [all_inputs -no_clocks]
set_input_delay [expr $clk_period * $clk_io_pct] -clock clk0 $non_clock_inputs
set_output_delay [expr $clk_period * $clk_io_pct] -clock clk0 [all_outputs]
</file>
<file path="/design/flow/design.v">
module cache_logic_basic(
    input  wire        valid,
    input  wire [31:0] address_tag,
    input  wire [31:0] stored_tag,
    output wire        tag_match,
    output wire        and_output,
    output wire        hit_output
);
    assign tag_match = (address_tag == stored_tag);
    assign and_output = valid & tag_match;
    assign hit_output = and_output ? 1'b1 : 1'b0;
endmodule
module cache_hit_detector (
    input wire clk,
    input wire rst_n,
    input wire [31:0] address,
    input wire [15:0] num_sets,
    input wire [7:0]  offset_bits,
    input wire [7:0]  index_bits,
    input wire [31:0] stored_tag,
    input wire        valid_bit,
    output reg  [15:0] set_index,
    output reg  [31:0] tag,
    output reg  [31:0] block_offset,
    output wire        tag_match,
    output wire        hit_signal
);
    always @(*) begin
        block_offset = address & ((1 << offset_bits) - 1);
        set_index    = (address >> offset_bits) & ((1 << index_bits) - 1);
        tag          = address >> (offset_bits + index_bits);
    end
    assign tag_match = (tag == stored_tag);
    assign hit_signal = valid_bit & tag_match;
endmodule
module l1_cache_controller(
    input  wire        clk,
    input  wire        rst_n,
    input  wire [31:0] address,
    input  wire        read_write,  
    input  wire [7:0]  data_in,
    input  wire        valid,
    input  wire [31:0] stored_tag,
    input  wire [31:0] stored_data,
    output reg         l1_hit,
    output reg         l1_miss,
    output reg  [7:0]  data_out,
    output wire [31:0] decoded_tag,
    output wire [15:0] decoded_index,
    output wire [31:0] decoded_offset
);
    wire l1_hit_internal;
    cache_hit_detector hit_det(
        .clk(clk), .rst_n(rst_n),
        .address(address),
        .num_sets(16'd256),
        .offset_bits(8'd6),    
        .index_bits(8'd8),     
        .stored_tag(stored_tag),
        .valid_bit(valid),
        .set_index(decoded_index),
        .tag(decoded_tag),
        .block_offset(decoded_offset),
        .tag_match(),
        .hit_signal(l1_hit_internal)
    );
    always @(posedge clk or negedge rst_n) begin
        if (!rst_n) begin
            l1_hit  <= 0;
            l1_miss <= 0;
            data_out <= 8'h00;
        end else begin
            l1_hit  <= l1_hit_internal;
            l1_miss <= ~l1_hit_internal;
            if (l1_hit_internal && !read_write)
                data_out <= stored_data;
            else
                data_out <= 8'h00;  
        end
    end
endmodule
module l2_cache_controller(
    input  wire        clk,
    input  wire        rst_n,
    input  wire [31:0] address,
    input  wire        read_write,
    input  wire [7:0]  data_in,
    input  wire        valid,
    input  wire [31:0] stored_tag,
    input  wire [31:0] stored_data,
    output reg         l2_hit,
    output reg         l2_miss,
    output reg  [7:0]  data_out
);
    wire l2_hit_internal;
    cache_hit_detector hit_det(
        .clk(clk), .rst_n(rst_n),
        .address(address),
        .num_sets(16'd4096),
        .offset_bits(8'd6),
        .index_bits(8'd12),    
        .stored_tag(stored_tag),
        .valid_bit(valid),
        .set_index(),
        .tag(),
        .block_offset(),
        .tag_match(),
        .hit_signal(l2_hit_internal)
    );
    always @(posedge clk or negedge rst_n) begin
        if (!rst_n) begin
            l2_hit  <= 0;
            l2_miss <= 0;
            data_out <= 8'h00;
        end else begin
            l2_hit  <= l2_hit_internal;
            l2_miss <= ~l2_hit_internal;
            if (l2_hit_internal && !read_write)
                data_out <= stored_data;
            else
                data_out <= 8'h00;
        end
    end
endmodule
module cache_hierarchy(
    input  wire        clk,
    input  wire        rst_n,
    input  wire [31:0] address,
    input  wire        read_write,
    input  wire [7:0]  data_in,
    input  wire        l1_valid,
    input  wire [31:0] l1_stored_tag,
    input  wire [7:0]  l1_data,
    input  wire        l2_valid,
    input  wire [31:0] l2_stored_tag,
    input  wire [7:0]  l2_data,
    output wire        l1_hit,
    output wire        l1_miss,
    output wire        l2_hit,
    output wire        l2_miss,
    output wire [7:0]  data_out,
    output wire        memory_access
);
    wire [7:0] l1_dout_internal;
    wire [7:0] l2_dout_internal;
    l1_cache_controller l1_ctrl(
        .clk(clk), .rst_n(rst_n),
        .address(address),
        .read_write(read_write),
        .data_in(data_in),
        .valid(l1_valid),
        .stored_tag(l1_stored_tag),
        .stored_data(l1_data),
        .l1_hit(l1_hit),
        .l1_miss(l1_miss),
        .data_out(l1_dout_internal),  
        .decoded_tag(),
        .decoded_index(),
        .decoded_offset()
    );
    l2_cache_controller l2_ctrl(
        .clk(clk), .rst_n(rst_n),
        .address(address),
        .read_write(read_write),
        .data_in(data_in),
        .valid(l2_valid),
        .stored_tag(l2_stored_tag),
        .stored_data(l2_data),
        .l2_hit(l2_hit),
        .l2_miss(l2_miss),
        .data_out(l2_dout_internal)   
    );
    assign memory_access = l1_miss & l2_miss;
    assign data_out = l1_hit ? l1_dout_internal : 
                      l2_hit ? l2_dout_internal : 8'h00;
endmodule
</file>
==> out/results.txt <==
Setup Total Neg Slack -> 0 ps
Mux area share -> 0
Pwr dens -> 125 nW/um2
Unique cell type count in the Yosys netlist -> 7
Log Warnings -> 32
CP Depth -> 6
Comb area leader -> XOR/XNOR gates
Die x size -> 81 um
Register area -> 0 um2
Yosys warning tally -> 0
Worst setup EP type -> output port
Fraction of the mapped netlist area in simple logic gates -> 0.207
# DRC -> 0
Yosys chip area -> 368 um2
Ports -> 68
Fill cells -> 372
CP max FO -> 2
Worst setup margin -> 138 ps
Peak VDD IR -> 0.0423 mV
Fin crit period -> 2660 ps
Area growth syn-to-layout -> 205%
Adder Share, Synth -> 0
Antenna-violating nets left -> 0
CLK BUF -> 0
Crit path buf inv count -> 2
Core Rows -> 22
Post-layout power -> 0.140 mW
Drt total wl -> 1920 um
1st-iter DRT viols -> 0
DP Wirelength -> 1860 um
Worst-path cell chain -> clkdlybuf4s50_1, xor2_1, nor4_2, nand4_1, nor3_2, dlygate4sd2_1
Worst EP required -> 2240 ps
DP Worst Slack -> -217 ps
Clk pwr share -> 0
Synthesized area per cell -> 8.00 um2
Leakage power -> 0.428 nW
RSZ-0062 raised after global routing -> no
Sw power -> 0.0390 mW
Share of layout cells above drive strength 1 -> 0.0442
Ys cells -> 46
Startpoint types -> input pin
Antenna violations before repair -> 0
CP Class -> input pin to output port
Worst path slowest cell -> clkdlybuf4s50_1
Worst hold slack -> 1840 ps
Design Area, Final -> 1120 um2
Largest net degree at the start of global routing -> 3
Logic area -> 382 um2
Worst EP arrival -> 2100 ps
Total grt overflow -> 0
Critical path origin -> stored_tag[30]
Sequential share of power -> 0
Vias -> 533
Largest stage delay, worst path -> 420 ps
Area of the core -> 3630 um2
Slew margin rel. -> 0.814
Number of vias per cell -> 3.31
Gr usage total -> 0.0526
Sw frac -> 0.278
Final count of hold timing violations -> 0
Final setup fails -> 0
Final period util -> 0.951
AO/OA Area Share -> 0
Die Size -> 6560 um2
Post-placement cell area -> 1100 um2
Wirelength per Cell -> 11.9 um
Syn Std Cell Area -> 368 um2
CP endpoint -> hit_output
Pre-Place Util -> 0.101
Fmax -> 376 MHz
Xor/xnor share -> 0.762
Max-slew violations -> 0
Max_cap viols -> 0
Seq Cell Count -> 0
Result of the run -> finished clean
RD Place Congestion -> 0.714
Vias in the first global route -> 621
Hold Crit Class -> input pin to output port
Int Pwr -> 0.101 mW
Die y size -> 81 um
Pre-antenna DRT Iters -> 1
First-pass GRT wire length -> 2840 um
Ant diodes -> 0
Postcts setup bufs -> 0
Combinational group share of total power -> 1.000
Synth Seq Share -> 0
CP top delay family -> simple AND/OR/NAND/NOR gates
PortBufs -> 68
Worst-Margin Slew -> 276 ps
Synth Instances -> 46
## Yosys cell counts
| master | instances | share of area |
|---|---|---|
| buf_4 | 1 | 0.020 |
| xor2_1 | 32 | 0.76 |
| nand4_1 | 2 | 0.034 |
| nor2_1 | 1 | 0.010 |
| nor4_1 | 8 | 0.14 |
| inv_1 | 1 | 0.010 |
| nor3_2 | 1 | 0.027 |
## routing by layer
metal / vias to the layer above / share of wire / GRT usage
li1: 291 / - / -
met1: 212 / 0.38 / 0.0647
met3: 0 / 0.12 / 0.0234
met2: 30 / 0.50 / 0.0884
met4: 0 / 0 / 0
met5: - / 0 / 0
## cell type report
class	instances	area share
Multi-Input combinational cell	44	0.340
Tap cell	48	0.0535
Timing Repair Buffer	68	0.603
Inverter	1	0.00334
## worst min-delay path: stages
cell and delay (ps):
clkdlybuf4s50_1 390, inv_1 60, nor3_2 40, dlygate4sd2_1 230
## cells by family (layout without fill, tap and decap cells)
group	count (synthesis)	after routing
simple gates	12	12
buf+inv	2	69
xor+xnor	32	32
## how the worst min path moves through the flow
stage	startpoint	depth (start not counted)	end	slack [ps]
CTS	valid	4	and_output	1850
global route	valid	4	and_output	1900
finish	valid	4	and_output	1840
## per-stage QoR
step,cells,util
final,161,0.309
after global routing,161,0.309
after CTS,161,0.309
after detailed placement,161,0.303
after global placement,161,0.303
after floorplan,46,-
## cell usage in the layout (no fill, tap or decap)
cell type,Yosys,layout
nor4_2,0,4
clkdlybuf4s50_1,0,65
nand4_1,2,2
nor4_1,8,4
dlygate4sd2_1,0,3
inv_1,1,1
nor2_1,1,1
xor2_1,32,32
nor3_2,1,1
## power by group through the flow
| stage | logic (mW) | clock network, mW | registers, mW |
|---|---|---|---|
| CTS | 0.142 | 0 | 0 |
| global route | 0.152 | 0 | 0 |
| finish | 0.140 | 0 | 0 |
## timing repair
| item | in CTS | in global routing |
|---|---|---|
| gates resized | 7 | 0 |
| endpoints found under the setup margin | 3 | 0 |
| hold buffers | 0 | 0 |
No activity file was given, so power comes from the tool's default toggle rates.
